[flow/design.v]
`timescale 1ns / 1ps
module TOP(clk, 
           ps2c, 
           ps2d, 
           code);
    input clk;
    input ps2c;
    input ps2d;
   output [3:0] code;
   reg [23:0]cont=24'b0;
	reg reset= 1'b0;
   wire [7:0] XLXN_8;
   ps2_rx  XLXI_1 (.clk(clk), 
                  .ps2c(ps2c), 
                  .ps2d(ps2d), 
                  .reset(reset), 
                  .rx_en(1'b1), 
                  .dout(XLXN_8[7:0]), 
                  .rx_done_tick());
   Decodificador  XLXI_2 (.clk(clk), 	
                .code_i(XLXN_8[7:0]),  
                 .code_o(code[3:0]));
always@(posedge clk) 
begin
	if(cont==24'd12499999)
	begin
		cont=24'd0;
		reset=~reset;
		end
	else
		cont=cont+1'd1;
end					 
endmodule
`timescale 1ns / 1ps
module Decodificador(clk,code_i, code_o);
	input wire [7:0] code_i;
	input clk;
   output reg [3:0] code_o;
   reg [3:0] code_m;
	reg clko=1'b0;
	reg [21:0] cont=23'b0;
always @*
begin
		case (code_i)
				8'h1c   : code_m <= 4'b0001;
				8'h1b   : code_m <= 4'b0010;
				8'h23   : code_m <= 4'b0100;
				8'h2b   : code_m <= 4'b1000;
				default : code_m <= 4'b0000;
		endcase
end			
always@(posedge clk)
begin
	if(cont==22'd2499999)
	begin
		cont=22'd0;
		clko=~clko;
		end
	else
		cont=cont+1'd1;
end
always@(posedge clko)
begin
code_o <= code_m;
end
endmodule
module ps2_rx
   (
    input wire clk, reset,
    input wire ps2d, ps2c, rx_en,
    output reg rx_done_tick,
    output wire [7:0] dout
   );
   localparam [1:0]
      idle = 2'b00,
      dps  = 2'b01,
      load = 2'b10;
   reg [1:0] state_reg, state_next;
   reg [7:0] filter_reg;
   wire [7:0] filter_next;
   reg f_ps2c_reg;
   wire f_ps2c_next;
   reg [3:0] n_reg, n_next;
   reg [10:0] b_reg, b_next;
   wire fall_edge;
   always @(posedge clk, posedge reset)
   if (reset)
      begin
         filter_reg <= 0;
         f_ps2c_reg <= 0;
      end
   else
      begin
         filter_reg <= filter_next;
         f_ps2c_reg <= f_ps2c_next;
      end
   assign filter_next = {ps2c, filter_reg[7:1]};
   assign f_ps2c_next = (filter_reg==8'b11111111) ? 1'b1 :
                        (filter_reg==8'b00000000) ? 1'b0 :
                         f_ps2c_reg;
   assign fall_edge = f_ps2c_reg & ~f_ps2c_next;
   always @(posedge clk, posedge reset)
      if (reset)
         begin
            state_reg <= idle;
            n_reg <= 0;
            b_reg <= 0;
         end
      else
         begin
            state_reg <= state_next;
            n_reg <= n_next;
            b_reg <= b_next;
         end
   always @*
   begin
      state_next = state_reg;
      rx_done_tick = 1'b0;
      n_next = n_reg;
      b_next = b_reg;
      case (state_reg)
         idle:
            if (fall_edge & rx_en)
               begin
                  b_next = {ps2d, b_reg[10:1]};
                  n_next = 4'b1001;
                  state_next = dps;
               end
         dps:  
            if (fall_edge)
               begin
                  b_next = {ps2d, b_reg[10:1]};
                  if (n_reg==0)
                     state_next = load;
                  else
                     n_next = n_reg - 4'd1;
               end
         load:  
            begin
               state_next = idle;
               rx_done_tick = 1'b1;
            end
      endcase
   end
   assign dout = b_reg[8:1];  
endmodule
[flow/run.sh]
#!/bin/bash
# OpenROAD 26Q1-2900-gdf79404cd8, Yosys 0.63+post, stock flow scripts
make -C /OpenROAD-flow-scripts/flow DESIGN_CONFIG=/design/flow/config.mk WORK_HOME=/design/flow/orfs finish
[flow/config.mk]
export PLATFORM = sky130hd
export DESIGN_NAME = TOP
export DESIGN_NICKNAME = TOP
export VERILOG_FILES = /design/flow/design.v
export SDC_FILE = /design/flow/constraint.sdc
export NUM_CORES = 4
export LEC_CHECK = 1
export CORE_UTILIZATION = 30
[flow/constraint.sdc]
current_design TOP

set clk_period 1.1
set clk_io_pct 0.2

create_clock -name clk0 -period $clk_period [get_ports {clk}]

set non_clock_inputs [all_inputs -no_clocks]
set_input_delay [expr $clk_period * $clk_io_pct] -clock clk0 $non_clock_inputs
set_output_delay [expr $clk_period * $clk_io_pct] -clock clk0 [all_outputs]
==> results.py <==
# Metrics from the implementation run
metrics = {
    "run_status": {
        "status": "complete, but fails checks",
        "violations": "negative setup slack",
    },
    "finish": {
        "largest_reg_flops": 24,
        "fillers": 847,
        "area_delta_synth_final_pct": 58.67,
        "drive_gt1_share_pct": 53.74,
        "combGateArea_um2": 1916,
        "seqCellArea_um2": 1763,
        "finalNonFillerCells": 577,
    },
    "place": {
        "dp_hpwl_mm": 4.635,
        "place_inst": 541,
        "gp_congestion": 0.8090,
        "port_buffers": 6,
    },
    "synthesis": {
        "ys_sh_adder_pct": 1.159,
        "ys_sh_mux_pct": 3.708,
        "synth_area_per_cell_um2": 10.52,
        "syn_area_um2": 3239,
        "async_reset_ff_share_pct": 33.33,
        "synth-seq-cells": 78,
        "synthTopLogicFamily": "simple AND/OR/NAND/NOR gates",
        "synth_cell_types": 48,
        "postSynthSeqShare_pct": 52.88,
        "compound_area_share_pct": 6.837,
        "area_leaders": "dfxtp_1, dfrtp_1, xnor2_1",
        "top_cell": "dfxtp_1",
        "synth-simple-area-share_pct": 24.99,
        "ys_chip_area_um2": 3239,
        "yosys_cells": 308,
        "synth.top_cell.area_share_pct": 30.90,
        "ys_sh_xor_pct": 8.111,
        "synth_cells": 308,
        "synth.top_cells.by_count": "dfxtp_1, dfrtp_1, nor2_1",
        "synth_top_cell_by_area": "dfxtp_1",
        "edf_count": 2,
        "yosysWarnings": 3,
        "ff_type": "dfxtp_1",
    },
    "sta": {
        "finalHoldViolCount": 0,
        "max_slew_margin_pct": 77.73,
        "fin_ws_ns": -0.5706,
        "fin_crit_ns": 1.671,
        "unconstrained_endpoints": 8,
        "skew_ns": 0.007066,
        "fmaxAchievable_mhz": 598.6,
        "setup_viol": 60,
        "unclocked_regs": 4,
        "period_used_pct": 151.9,
        "tightest_slew_ns": 0.3316,
        "rsz0062_at_grt": "yes",
        "slew_violations": 0,
    },
    "routing": {
        "drc": 0,
        "dr.first_iter.drc_count": 153,
        "drtAntennaViolNets": 0,
        "avgViaCountPerCell": 4.766,
        "wl_per_cell_um": 12.39,
        "vias": 2750,
        "routed_wl_mm": 7.148,
        "drt-pass1-iter-count": 4,
        "antenna_cells": 0,
    },
    "clock_network": {
        "root_buffer": "clkbuf_8",
        "cts_buffers": 9,
        "holdBufCountCts": 0,
        "clk_pin_slew_worst_paths_ns": 0.08,
        "h-tree-depth": 3,
        "cts_tree": "built",
        "clock_latency_ns": 0.34,
        "cts.path.max_buffers": 2,
    },
    "global_route": {
        "grt_pass1_vias": 2782,
        "grt_first_pass_wirelength_mm": 12.61,
        "grt_max_degree": 27,
        "antenna_found_initial": 0,
        "grt_overflow": 0,
        "track_usage_pct": 13.87,
    },
    "flow_run": {
        "warnings": 28,
        "max-cap-violations": 0,
    },
    "worst_hold_path": {
        "min_path_type": "input pin to register",
    },
    "die": {
        "die_h_um": 105.9,
        "die_w_um": 105.9,
        "pin_count": 7,
        "core_area_um2": 10420,
        "rows": 37,
        "fp-utilization_pct": 31.10,
        "die_area_um2": 11220,
    },
    "critical_path": {
        "crit_type": "register to register",
        "cp.required_ns": 1.34,
        "cp_max_fo": 3,
        "end_kind": "register",
        "start_kind": "register",
        "worstPathArrival_ns": 1.91,
    },
    "pwr": {
        "p_leak_nw": 2.177,
        "power_mw": 5.095,
        "power_density_nw_per_um2": 991.2,
        "ir_drop_mv": 0.8933,
    },
}
stage by stage:
stage	utilization [%]	cell area (µm²)	hold WS [ns]	setup slack, ns	setup TNS [ns]
3_5_place_dp	42.07	4382	0.4160	-0.5346	-23.93
2_1_floorplan	-	3488	0.2514	-0.5298	-17.28
4_1_cts	47.20	4916	0.3388	-0.5463	-22.42
5_1_grt	49.35	5140	0.3406	-0.6179	-29.62
3_3_place_gp	42.07	4382	0.4071	-0.5158	-22.31
6_report	49.35	5140	0.3395	-0.5706	-24.50
cells by family after synthesis:
kind of cell,after synthesis
buf+inv,16
compound gates,35
fa+ha+maj,3
xor+xnor,30
simple gates,135
mux,11
flops,78
what timing repair did:
| action | in CTS | in global routing |
|---|---|---|
| buffers inserted | 10 | 14 |
| setup endpoints to repair | 61 | 61 |
| pin swaps | 33 | 30 |
| gates resized | 67 | 43 |
| gates cloned | 2 | 0 |
| endpoints found under the hold margin | 0 | 0 |
layout make-up:
type                    count  area share [%]
inverters                  12          0.9494
clock inverters             6           1.753
repair buffers            120           19.94
well taps                 136           3.311
multi-input cells         215           37.27
flip-flops and latches     78           34.30
clock buffers              10           2.483
critical path, cell delays in order, from the launching register on:
cell and delay [ns]:
dfxtp_2 0.34, or4_4 0.52, or4_4 0.46, a2bb2o_4 0.21, o21ai_1 0.05
placed cells by master, fill, tap and decap left out, drive strengths merged, types with 2 or more instances in the layout:
cell,n
buf,114
dfxtp,50
dfrtp,25
nand3,22
nor2,22
xnor2,18
nand2,17
nand4,16
o21ai,15
xor2,12
inv,12
clkbuf,10
mux2,8
nor4,7
or4,7
a21oi,7
and3,7
nor3,7
clkdlybuf4s50,6
nor4b,6
or3,6
nand2b,4
and4,4
o31ai,3
mux2i,3
nor4bb,3
ha,3
edfxtp,2
a21o,2
a22o,2
nand3b,2
clkinvlp,2
nor2b,2
and2,2
a2bb2o,2
bufinv,2
o22ai,2
clkinv,2
worst paths after layout:
path / from / slack (ns) / endpoint / cells past startpoint
hold reg to reg: reset$_DFFE_PN_ / 0.40 / XLXI_1.n_reg[0]$_DFFE_PP0P_ / 2
setup reg to reg: XLXI_2.cont[6]$_SDFF_PN0_ / -0.57 / XLXI_2.cont[18]$_SDFF_PN0_ / 4
max in group asynchronous: reset$_DFFE_PN_ / 0.41 / XLXI_1.state_reg[0]$_DFF_PP1_ / 2
setup / recovery: XLXI_2.cont[6]$_SDFF_PN0_ / -0.57 / XLXI_2.cont[18]$_SDFF_PN0_ / 4
min in group asynchronous: reset$_DFFE_PN_ / 0.40 / XLXI_1.n_reg[0]$_DFFE_PP0P_ / 2
hold / removal: ps2c / 0.34 / XLXI_1.filter_reg[7]$_DFF_PP0_ / 1
routing by layer:
layer / track usage, % / up-vias / wire length (µm)
met2: 21.99 / 40 / 3249
met1: 20.84 / 1318 / 3572
met3: 2.689 / 6 / 244
met5: 0 / - / 0
met4: 1.389 / 0 / 81
li1: - / 1386 / -
report_power, final:
group	switching [mW]	internal (mW)
Sequential	0.0232	2.70
Clock	1.02	1.29
Combinational	0.0233	0.0342
Power and IR drop assume default switching activity.

$ cat design.v
`timescale 1ns / 1ps
module deco(clk,code_i, code_o);
	input wire [7:0] code_i;
	input clk;
   output reg [5:0] code_o;
   reg [5:0] code_m;
	reg clko=1'b0;
	reg [19:0] cont=19'b0;
always @*
begin
		case (code_i)
				8'h24   : code_m <= 6'b000001;
				8'h4b   : code_m <= 6'b000010;
				8'h2d   : code_m <= 6'b000100;
				8'h5a   : code_m <= 6'b001000;
				8'h23   : code_m <= 6'b010000;
				8'h1d   : code_m <= 6'b100000;
				default : code_m <= 6'b0;
		endcase
end			
always@(posedge clk)
begin
	if(cont==20'd999999)
	begin
		cont=20'd0;
		clko=~clko;
		end
	else
		cont=cont+1'd1;
end
always@(posedge clko)
begin
code_o <= code_m;
end
endmodule
$ cat run.sh
#!/bin/bash
# OpenROAD 26Q1-2900-gdf79404cd8, Yosys 0.63+post, stock flow scripts
make -C /OpenROAD-flow-scripts/flow DESIGN_CONFIG=/design/flow/config.mk WORK_HOME=/design/flow/orfs finish
$ cat config.mk
export PLATFORM = sky130hd
export DESIGN_NAME = deco
export DESIGN_NICKNAME = deco
export VERILOG_FILES = /design/flow/design.v
export SDC_FILE = /design/flow/constraint.sdc
export NUM_CORES = 4
export LEC_CHECK = 1
export CORE_AREA = 10 10 87 87
export DIE_AREA = 0 0 97 97
$ cat constraint.sdc
current_design deco

set clk_period 2.7
set clk_io_pct 0.2

create_clock -name clk0 -period $clk_period [get_ports {clk}]

set non_clock_inputs [all_inputs -no_clocks]
set_input_delay [expr $clk_period * $clk_io_pct] -clock clk0 $non_clock_inputs
set_output_delay [expr $clk_period * $clk_io_pct] -clock clk0 [all_outputs]
==> impl_metrics.yaml <==
# flow metrics
placement:
  placed_area_um2: 1320
  dp_hpwl_um: 1530
  place_congestion: 0.783
  io_buffers: 14
final_layout:
  final_area_um2: 1370
  area_growth_pct: 24.9
  lay_top_cells: "dfxtp_1, clkdlybuf4s50_1, nor2_1, nand3_1, nand2_1"
  combGateArea_um2: 532
  nFillCells: 597
  layout-drive-gt1-share_pct: 6.20
  layout_top_cell: "dfxtp_1"
  seq_area_um2: 551
worst_setup_path:
  critPathLaunchType: "flop"
  endpoint_kind: "flop"
  r2r_end: "cont[14]"
  crit_arrival_ns: 2.36
  r2r_slack_ns: 0.49
  crit_type: "reg -> reg"
  cp.required_ns: 2.85
  cp_max_fo: 7
  r2r_cells: 5
  rr_startpoint: "cont[8]"
synth:
  post_synth_num_cell_types: 29
  yosysTopAreaCell: "dfxtp_1"
  syn-cell-area_um2: 1100
  ys_seq_share_pct: 50.2
  numSynthFlops: 27
  top_area_share_pct: 47.4
  synthTopCellsByArea: "dfxtp_1, xnor2_1, xor2_1"
  yosys_cells: 111
  yosys_area_um2: 1100
  syn_avg_cell_area_um2: 9.89
  ys_warn_count: 1
  synth_cells: 111
hold_path:
  hp-start: "cont[0]"
  min_to: "cont[0]"
  hold_class: "reg -> reg"
  min_path_cells: 1
timing:
  slew_viol_final: 0
  unclocked_pins: 6
  fmax_mhz: 452
  untimed_endpoints: 12
  worst_pin_slew_ns: 0.476
  rsz0062_at_grt: "false"
  clock_skew_ns: 0.00803
  whs_ns: 0.462
  fin_crit_sh_pct: 82.0
  finalHoldViolCount: 0
  tns_ns: 0
  period_minus_slack_ns: 2.21
  setup_viol: 0
  relSlewSlack_pct: 68.1
global_route:
  grt_pass1_wl_um: 3550
  grt_overflow: 0
  grt_usage_pct: 4.22
  grt_pass1_vias: 775
  grt_max_degree: 13
  antenna_found_initial: 0
drt:
  wire_per_inst_um: 9.73
  vias_per_cell: 4.00
  drt.antenna.violating_nets: 0
  drt-total-wl_um: 1960
  post-route-drc-count: 0
  drtIter0Drc: 69
  antennaDiodeCount: 0
  vias: 804
  drt-pass1-iter-count: 4
flow_run:
  warnings: 25
  cap_violations: 0
pwr:
  p_leak_nw: 0.488
  fin_total_pwr_mw: 0.528
  vdd_drop_max_mv: 0.310
  powerDensity_nw_per_um2: 385
clock_network:
  htree_levels: 1
  ctsHoldBuffers: 0
  cts_buffers: 3
  ctsResizeCount: 0
  clkLatencyLatePin_ns: 0.26
  post-cts-setup-buffers: 0
  path_clk_slew_ns: 0.07
  cts_tree: "built"
  root_buffer: "clkbuf_8"
  cts_buffer_depth: 2
floorplanning:
  die-area_um2: 9410
  fp.dieH_um: 97
  core_um2: 5640
  ios: 15
  chipWidth_um: 97
  fp_util_pct: 19.4
  rows: 27
outcome:
  outcome: "finished, final reports clean"
[cells by family (layout without fill, tap and decap cells)]
group | Yosys count | after routing | synth area share [%]
AND-OR/OR-AND | 7 | 7 | 3.42
XOR/XNOR | 14 | 14 | 11.2
adder cells (fa/ha/maj) | 1 | 1 | 1.14
buffers and inverters | 2 | 20 | 1.37
flip-flops | 27 | 27 | 50.2
AND/OR/NAND/NOR | 60 | 60 | 32.7
[Yosys cell counts]
library cell  instances
and4_1                4
a21oi_1               3
nor4b_1               3
nor2_1               10
o31ai_1               1
buf_6                 1
dfxtp_1              26
nor3_1                1
nor4bb_1              1
nand3_1              10
ha_1                  1
or4_1                 4
inv_1                 1
or2b_1                1
nor3_2                1
nor4_1                1
xnor2_1               7
or4b_2                1
nand2_1               9
nand2b_1              2
nor2b_1               2
xor2_1                7
nand3b_1              1
o21ai_0               3
or4b_1                1
or4_4                 1
nand4_1               4
edfxtp_1              1
and3_1                3
[where the power goes]
part | total [mW] | internal [mW] | switching, mW | leakage, nW
Sequential | 0.312 | 0.312 | 0 | 0.221
Combinational | 0.0199 | 0.0132 | 0.00678 | 0.241
Clock | 0.196 | 0.102 | 0.0938 | 0.0255
Total | 0.528 | 0.427 | 0.101 | 0.488
[layout make-up]
class / instances / area share (%)
clock buffers: 3 / 3.01
clock inverters: 1 / 0.365
flip-flops and latches: 27 / 40.2
well taps: 72 / 6.58
inverters: 1 / 0.274
repair buffers: 15 / 10.8
multi-input cells: 82 / 38.8
[sequential cells by signal, summed over array words and instances, names as in the netlist]
| signal | count |
|---|---|
| cont | 20 |
| code_o | 6 |
| clko | 1 |
[how the worst max path moves through the flow]
stage | start | endpoint | slack (ns)
final | cont[8] | cont[14] | 0.49
after global routing | cont[8] | cont[14] | 0.37
after CTS | cont[8] | cont[14] | 0.48
[metrics by stage]
stage / util [%] / cells / setup WS [ns]
after global routing: 24.3 / 201 / 0.375
after floorplan: - / 111 / 0.704
after global placement: 23.5 / 197 / 0.524
after detailed placement: 23.5 / 197 / 0.486
after CTS: 24.3 / 201 / 0.478
final: 24.3 / 201 / 0.487
[critical path: stages (launching register included)]
cell and delay, ns:
dfxtp_1 0.35, or4_1 0.53, or4_4 0.53, nor3_2 0.43
buf_4 0.23, nor2_1 0.04
[layer usage]
metal / GRT usage [%] / vias up / wire length (µm)
li1: - / 437 / -
met2: 5.78 / 21 / 679
met5: 0 / - / 0
met3: 1.65 / 2 / 155
met1: 6.29 / 344 / 1110
met4: 0.338 / 0 / 12
Power figures rest on the tool's default switching activity, not on a simulated workload.

**/design/flow/design.v**
```verilog
`timescale 1ns / 1ps
module DeMUX(clk_i,data,sel,sal_0,sal_1,sal_2,sal_3,sal_4,sal_5,sal_6,sal_7,sal_8);
input clk_i;
input [3:0] sel,data;
output reg[3:0] sal_0,sal_1,sal_2,sal_3,sal_4,sal_5,sal_6,sal_7,sal_8;
reg [22:0]cont = 23'b0;
reg clko=1'b0;
always @(posedge clk_i)
		begin
			if(cont == 23'd5555554) 
				begin
					cont = 23'b0;
					clko=~clko;
			end
			else
		cont=cont+1'b1; 
		end	
always@(posedge clko)
	begin
		case(sel)
		4'd0: sal_0=data;
		4'd1: sal_1=data;
		4'd2: sal_2=data;
		4'd3: sal_3=data;
		4'd4: sal_4=data;
		4'd5: sal_5=data;
		4'd6: sal_6=data;
		4'd7: sal_7=data;
		4'd8: sal_8=data;
		endcase
	end
endmodule
```
**/design/flow/run.sh**
```bash
#!/bin/bash
# OpenROAD 26Q1-2900-gdf79404cd8, Yosys 0.63+post, stock flow scripts
make -C /OpenROAD-flow-scripts/flow DESIGN_CONFIG=/design/flow/config.mk WORK_HOME=/design/flow/orfs finish
```
**/design/flow/config.mk**
```make
export PLATFORM = sky130hd
export DESIGN_NAME = DeMUX
export DESIGN_NICKNAME = DeMUX
export VERILOG_FILES = /design/flow/design.v
export SDC_FILE = /design/flow/constraint.sdc
export NUM_CORES = 4
export LEC_CHECK = 1
export CORE_UTILIZATION = 30
```
**/design/flow/constraint.sdc**
```tcl
current_design DeMUX

set clk_period 5.3
set clk_io_pct 0.2

create_clock -name clk0 -period $clk_period [get_ports {clk_i}]

set non_clock_inputs [all_inputs -no_clocks]
set_input_delay [expr $clk_period * $clk_io_pct] -clock clk0 $non_clock_inputs
set_output_delay [expr $clk_period * $clk_io_pct] -clock clk0 [all_outputs]
```
==> out/metrics.cfg <==
[drt]
detail_route.first_pass.iterations = 4
vias = 1439
route.detailed.drc = 0
iteration_0_drc_count_of_the_detailed_router = 55
diodes = 0
routed_wl_mm = 3.94
detail-route-antenna-nets = 0
drt-wirelength-per-cell_um = 12.7
vias_per_cell = 4.66

[yosys]
async_flop_share_pct = 0
synthDominantAreaCellType = edfxtp_1
synth.cell_area_um2 = 2280
yosys_area_um2 = 2280
synth_flops = 60
synth.top_cell.area_share_pct = 48.7
edf_count = 37
synth_cell_type_count = 27
syn_avg_cell_area_um2 = 13.8
top_cells_by_area = edfxtp_1 49%, dfxtp_1 20%, xnor2_1 5.8%, nor2_1 3.5%, nand3_1 2.6%
synth.yosys.warnings = 1
synth_stat.cells = 165
netlist_instances = 165
ys_seq_share_pct = 68.9
yosys_most_used_dff = edfxtp_1

[final_timing]
timing.final.hold_violations = 0
worst_slew_margin_rel_pct = 44.8
setup_violations = 0
fmaxAchievable_mhz = 480
maxSlewViolCount = 0
rsz0062_at_grt = false
worst_margin_pin_slew_ps = 817
unconstrained_endpoints = 108
unclocked_pins = 36
finalCritPeriodShare_pct = 39.3
hold_ws_ps = 514
finalClockSkew_ps = 7.65
final_period_minus_worst_setup_slack_ps = 2080
setup_tns_final_ps = 0

[clocking]
number_of_buffers_created_by_cts = 3
cts.reportedPaths.clkPinSlew_ps = 80
tritoncts_clock_tree = yes
hold_buffers = 0
clockRootBuffer = clkbuf_8
cts_max_level = 1
max-clock-path-buffers = 2
cts_post_setup_buffers_inserted = 0
clk_latency_ps = 260
cts.repair.resized = 0

[grt]
maximum_number_of_pins_on_one_net_before_global_route_repair = 37
first_global_vias = 1378
grt_antenna_before_repair = 0
grt_usage_pct = 11.1
wire_length_of_the_first_global_routing_pass_mm = 6.69
grt_overflow_total = 0

[die]
die-area_um2 = 7960
placementRows = 31
coreArea_um2 = 7290
initCoreUtil_pct = 31.3
die_x_um = 89.2
vertical_die_dimension_um = 89.2
ioPinCount = 45

[final_layout]
area_growth_syn_to_layout_pct = 25.9
layout-drive-gt1-share_pct = 4.76

[setup_path]
critical_path.startpoint_type = register
critical-path-max-stage-delay_ps = 670
cp_data_arrival_time_ps = 1990
worst_r2r_startpoint = cont[0]
critical_path_buf_inv_count = 1
cpMaxStageDelayCell = nor4_4
critical_path.cell_chain = inv_1, ha_1, nor4b_1, nand4_1, nor4_4
cp_capture_type = register
r2r_end = clko
timing.reg2reg.setup_slack_ps = 3220
reg2regPathDepth = 5
critPathRequiredTime_ps = 5200
path_max_fanout = 13
crit_family = simple AND/OR/NAND/NOR gates
critPathKind = reg2reg

[hold_path]
holdPathStages = 1
timing.hold.worst.start = cont[0]
timing.hold.worst.class = reg2reg
worst_hold_end = cont[0]

[placement]
dp_hpwl_mm = 2.92
placement.io_buffers = 44
finalWeightedCongestion = 0.867

[power]
leakage_nw = 0.890
total_power_mw = 0.312
cellPowerDensity_nw_per_um2 = 109
ir_worst_vdd_mv = 0.112

[status]
outcome = complete, no violations

[job]
warning_total_across_the_stage_logs = 26
max_cap_violations = 0

## final cells by class
class	count	area [µm²]
Fill cell	705	4420
Multi-Input combinational cell	98	673
Sequential cell	60	1570
Timing Repair Buffer	45	448
Clock buffer	4	45.0
Inverter	3	11.3
Tap cell	99	124
## stage by stage
| stage | worst slack [ps] | utilization, % | cells | cell area, µm² |
|---|---|---|---|---|
| after global routing | 3030 | 39.4 | 309 | 2870 |
| after global placement | 3320 | 38.8 | 305 | 2830 |
| after floorplan | 3650 | - | 165 | 2280 |
| after detailed placement | 3260 | 38.8 | 305 | 2830 |
| final | 3220 | 39.4 | 309 | 2870 |
| after CTS | 3210 | 39.4 | 309 | 2870 |
## layer usage
layer	wire, µm	part of all wire, %	up-vias	track usage, %
li1	-	-	698	-
met4	31	0.79	0	1.59
met5	0	0	-	0
met1	1750	44	661	15.8
met3	449	11	5	3.65
met2	1710	43	75	17.6
## report_power, final
part | switching [mW] | internal (mW)
sequential | 0 | 0.188
combinational | 0.0101 | 0.00657
clock | 0.0544 | 0.0536
## how the worst max path moves through the flow
stage / slack (ps) / end / start / cells past startpoint
final: 3220 / clko / cont[0] / 5
after global routing: 3030 / clko / cont[0] / 5
after CTS: 3210 / clko / cont[1] / 4
## flip-flops by register name, summed over array words and instances, names as in the netlist
register	cells
cont	23
sal_3	4
sal_5	4
sal_7	4
sal_2	4
sal_1	4
clko	1
sal_4	4
sal_0	4
sal_8	4
sal_6	4
## cells by family after synthesis
group                      Yosys count  synth area share (%)
xor gates and xnor gates            18                  6.91
and+or+nand+nor                     74                  20.2
buffers and inverters                7                  1.64
AOI/OAI and AO/OA                    3                 0.877
adders and majority gates            2                  1.10
DFF                                 60                  68.9
muxes                                1                 0.439
## cell usage in the layout, fill, tap and decap left out, drive strengths merged
cell	n
ha	2
nor4b	3
xor2	3
buf	1
mux2i	1
clkbuf	4
edfxtp	37
inv	3
nor2	21
and3	1
clkdlybuf4s50	44
nand3	13
nor3	6
nand4	9
a2111oi	1
nand2	5
nor4	8
xnor2	15
nand2b	3
dfxtp	23
and4	5
a21oi	2
## synth_stat cells (all sizes together) (4+ instances only)
| cell type | n |
|---|---|
| edfxtp | 37 |
| buf | 4 |
| nand2 | 5 |
| nand3 | 13 |
| and4 | 5 |
| nor3 | 6 |
| nand4 | 9 |
| nor2 | 21 |
| xnor2 | 15 |
| nor4 | 8 |
| dfxtp | 23 |

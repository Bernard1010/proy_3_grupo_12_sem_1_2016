===== ./design.v =====
`timescale 1ns / 1ps
module Decoinv_Thora(reset,clk,code_dec,code_uni,outdec,outuni);
input clk,reset;
output reg [3:0] outdec,outuni;
input [3:0] code_uni;
input [3:0] code_dec;
always @(posedge clk)
begin
		if (reset)
		begin
         outuni <= 4'h0;
			outdec <= 4'h0;
      end
		else 
			begin
				case ({code_dec,code_uni})
					8'h00  : 
					begin
					outdec <=4'h2;
					outuni <=4'h3;
					end
					8'h01  : 
					begin
					outdec <=4'h2;
					outuni <=4'h2;
					end
					8'h02  :
					begin
					outdec <=4'h2;
					outuni <=4'h1;
					end	
					8'h03  :
					begin
					outdec <=4'h2;
					outuni <=4'h0;
					end
					8'h04  :
					begin
					outdec <=4'h1;
					outuni <=4'h9;
					end
					8'h05  : 
					begin
					outdec <=4'h1;
					outuni <=4'h8;
					end
					8'h06  : 
					begin
					outdec <=4'h1;
					outuni <=4'h7;
					end
					8'h07  : 
					begin
					outdec <=4'h1;
					outuni <= 4'h6;
					end
					8'h08  : 
					begin
					outdec <=4'h1;
					outuni <= 4'h5;
					end
					8'h09  : 
					begin
					outdec <=4'h1;
					outuni <= 4'h4;
					end
					8'h10  : 
					begin
					outdec <=4'h1;
					outuni <= 4'h3;
					end
					8'h11  : 
					begin
					outdec <=4'h1;
					outuni <= 4'h2;
					end
					8'h12  : 
					begin
					outdec <=4'h1;
					outuni <= 4'h1;
					end
					8'h13  : 
					begin
					outdec <=4'h1;
					outuni <= 4'h0;
					end
					8'h14  : 
					begin
					outdec <=4'h0;
					outuni <= 4'h9;
					end
					8'h15  : 
					begin
					outdec <=4'h0;
					outuni <= 4'h8;
					end
					8'h16  : 
					begin
					outdec <=4'h0;
					outuni <= 4'h7;
					end
					8'h17  : 
					begin
					outdec <=4'h0;
					outuni <= 4'h6;
					end
					8'h18  : 
					begin
					outdec <=4'h0;
					outuni <= 4'h5;
					end
					8'h19  : 
					begin
					outdec <=4'h0;
					outuni <= 4'h4;
					end
					8'h20  : 
					begin
					outdec <=4'h0;
					outuni <= 4'h3;
					end
					8'h21  : 
					begin
					outdec <=4'h0;
					outuni <= 4'h2;
					end
					8'h22  : 
					begin
					outdec <=4'h0;
					outuni <= 4'h1;
					end
					default :
					begin
					outdec <=4'h0;
					outuni <= 4'h0;
					end					
				endcase
			end
end							
endmodule

===== ./run.sh =====
#!/bin/bash
# OpenROAD 26Q1-2900-gdf79404cd8, Yosys 0.63+post, stock flow scripts
make -C /OpenROAD-flow-scripts/flow DESIGN_CONFIG=/design/flow/config.mk WORK_HOME=/design/flow/orfs finish

===== ./config.mk =====
export PLATFORM = sky130hd
export DESIGN_NAME = Decoinv_Thora
export DESIGN_NICKNAME = Decoinv_Thora
export VERILOG_FILES = /design/flow/design.v
export SDC_FILE = /design/flow/constraint.sdc
export NUM_CORES = 4
export LEC_CHECK = 1
export CORE_AREA = 10 10 70 70
export DIE_AREA = 0 0 80 80

===== ./constraint.sdc =====
current_design Decoinv_Thora

set clk_period 2.4
set clk_io_pct 0.2

create_clock -name clk0 -period $clk_period [get_ports {clk}]

set non_clock_inputs [all_inputs -no_clocks]
set_input_delay [expr $clk_period * $clk_io_pct] -clock clk0 $non_clock_inputs
set_output_delay [expr $clk_period * $clk_io_pct] -clock clk0 [all_outputs]

==> impl_metrics.ini <==
; flow metrics
[placement]
gp_routability_congestion = 0.772
dpl.cell_count = 92
dp_hpwl_um = 678
port_buffers = 15

[clock_network]
numCtsBuffers = 3
ctsResizeCount = 0
cts_hold_buf = 0
clk_pin_slew_ns = 0.05
post-cts-setup-buffers = 0
cts.sinks = 6
cts_max_path_buffers = 2
cts_tree = done
cts.htree.levels = 1
clockRootBuffer = clkbuf_4

[pwr]
p_leak_uw = 0.000234
powerDensity_nw_per_um2 = 421
ir_drop_mv = 0.0809

[synth]
ys_warn_count = 1
ys_area_um2 = 329
common_cells = dfxtp_1 (6), inv_1 (4), ha_1 (3)
yosysMostFrequentCell = dfxtp_1
async_flop_share_pct = 0
synth_cells = 33
top_cells_by_area = dfxtp_1 (37%), ha_1 (11%), mux2i_1 (6.1%)
synth_area_per_cell_um2 = 9.97
ys_seq_share_pct = 36.5
synth_area_leader_cell = dfxtp_1
ys.flops = 6
edf_count = 0
yosys.area.top_type_share_pct = 36.5
ys_cells = 33
ys_types = 17
ys_dominant_reg_cell = dfxtp_1
syn-cell-area_um2 = 329

[critical_path]
setup.worst_path.end_class = flop
worst-endpoint-required_ns = 2.54
cp_max_fo = 8
critPathArrivalTime_ns = 1.80
crit_type = input pin to flop
cp-start-kind = input pin
critPathLaunch = code_uni[2]

[timing]
rsz0062_at_grt = false
tns_ns = 0
finalMaxSlewViolations = 0
setup_viol = 0
timing.fmax_ghz = 0.602
post-route-period-util_pct = 69.2
fin_crit_ns = 1.66
hold_violations = 0

[grt]
grt-ovfl-total = 0
antenna_found_initial = 0
grt_usage_pct = 2.35
grt_pass1_wl_um = 1290
grt_max_degree = 9
grt_pass1_vias = 282

[final_layout]
drive_gt1_share_pct = 16.3
final_cells = 95
fillerInstances = 382
areaGrowthSynthToFinish_pct = 65.4

[die]
die-height_um = 80
rows = 21
fp.dieArea_um2 = 6400
core_region_area_um2 = 3420
fp.dieW_um = 80
ios = 18
fp-utilization_pct = 9.63

[worst_hold_path]
min_from = code_uni[0]
hold_path.class = input pin to flop

[routing]
ant_nets = 0
routedWlPerCell_um = 8.69
vias = 280
drt_iter0_drc = 6
dr.pass1.iters = 2
wirelength_um = 826
drcViolationCount = 0
antennaDiodeCount = 0
viasPerCell = 2.95

[status]
status = complete, no violations

[job]
maxCapViolCount = 0
tool_warnings = 27
## per-stage QoR
| step | util, % | hold slack, ns | worst slack (ns) | total power (uW) | area, um^2 |
|---|---|---|---|---|---|
| after floorplan | - | 0.551 | 1.15 | 120 | 333 |
| after global placement | 15.3 | 1.13 | 0.512 | 142 | 522 |
| after CTS | 15.9 | 0.872 | 0.749 | 234 | 544 |
| after global routing | 15.9 | 0.897 | 0.660 | 243 | 544 |
| final | 15.9 | 0.880 | 0.738 | 229 | 544 |
| after detailed placement | 15.3 | 1.13 | 0.502 | 141 | 522 |
## path summary, 6_finish.rpt
check / slack [ns] / cells past startpoint / to
setup / recovery: 0.74 / 5 / outuni[1]$_SDFF_PP0_
hold / removal: 0.88 / 3 / outuni[0]$_SDFF_PP0_
## per-layer routing
layer / vias up / track usage, % / share of wire (%)
met5: - / 0 / 0
met4: 0 / 1.06 / 2.3
met3: 2 / 0.227 / 4.0
met2: 8 / 4.01 / 52
met1: 127 / 2.88 / 42
li1: 143 / - / -
## layout make-up
cell class                 count  area (um^2)  share of cell area, %
multi-input combinational     21          179                   32.9
timing repair buffer          15          150                   27.6
sequential                     6          120                   22.1
tap                           46         57.6                   10.6
clock buffer                   3         22.5                   4.14
inverter                       4         15.0                   2.76
## placed cells by master, fill, tap and decap left out, types with 2 or more instances in the layout
| cell type | Yosys | final |
|---|---|---|
| a21oi_1 | 2 | 2 |
| clkbuf_4 | 0 | 3 |
| clkdlybuf4s50_1 | 0 | 15 |
| conb_1 | 1 | 2 |
| dfxtp_1 | 6 | 6 |
| ha_1 | 3 | 3 |
| inv_1 | 4 | 4 |
| mux2i_1 | 2 | 2 |
| nor2_1 | 2 | 2 |
| nor3_1 | 2 | 2 |
| o211a_1 | 2 | 2 |
## sequential cells by signal, indices dropped and copies added (netlist names)
| register | flops |
|---|---|
| outuni | 4 |
| outdec | 2 |
## critical path: stages
cell	delay [ns]
clkdlybuf4s50_1	0.63
inv_1	0.08
ha_1	0.21
and3b_2	0.20
o211a_1	0.19
## cells by family (layout without fill, tap and decap cells)
logic type	after synthesis	in the layout	share of synthesized area, %
AND-OR/OR-AND	6	6	15.2
adder cells (fa/ha/maj)	3	3	11.4
other	1	2	1.14
multiplexers	2	2	6.08
AND/OR/NAND/NOR	8	8	19.4
buffers and inverters	7	22	10.3
flip-flops	6	6	36.5
## power by group
part           switching (uW)  internal (uW)
Sequential              0.291            101
Combinational            15.7           22.1
Clock                    33.2           56.3
Power and IR drop assume default switching activity.

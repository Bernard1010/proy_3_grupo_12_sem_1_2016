==> /design/flow/run.sh <==
#!/bin/bash
# OpenROAD 26Q1-2900-gdf79404cd8, Yosys 0.63+post, stock flow scripts
make -C /OpenROAD-flow-scripts/flow DESIGN_CONFIG=/design/flow/config.mk WORK_HOME=/design/flow/orfs finish
==> /design/flow/config.mk <==
export PLATFORM = sky130hd
export DESIGN_NAME = Decoinv_uni
export DESIGN_NICKNAME = Decoinv_uni
export VERILOG_FILES = /design/flow/design.v
export SDC_FILE = /design/flow/constraint.sdc
export NUM_CORES = 4
export LEC_CHECK = 1
export CORE_AREA = 10 10 70 70
export DIE_AREA = 0 0 80 80
==> /design/flow/constraint.sdc <==
current_design Decoinv_uni

set clk_period 1.0
set clk_io_pct 0.2

create_clock -name clk0 -period $clk_period [get_ports {clk}]

set non_clock_inputs [all_inputs -no_clocks]
set_input_delay [expr $clk_period * $clk_io_pct] -clock clk0 $non_clock_inputs
set_output_delay [expr $clk_period * $clk_io_pct] -clock clk0 [all_outputs]
==> /design/flow/design.v <==
`timescale 1ns / 1ps
module Decoinv_uni(reset,clk,code_i,out_o );
input clk,reset;
 output reg [3:0] out_o;
input [3:0] code_i;
always @(posedge clk)
if (reset)
         out_o <= 4'b0;
      else
         case (code_i)
            4'b0000  : out_o <= 4'b1001;
            4'b0001  : out_o <= 4'b1000;
            4'b0010  : out_o <= 4'b0111;
            4'b0011  : out_o <= 4'b0110;
            4'b0100  : out_o <= 4'b0101;
            4'b0101  : out_o <= 4'b0100;
            4'b0110  : out_o <= 4'b0011;
            4'b0111  : out_o <= 4'b0010;
				4'b1000  : out_o <= 4'b0001;
				default : out_o <= 4'b0;
         endcase
endmodule
==> run_summary.xml <==
<?xml version="1.0" encoding="UTF-8"?>
<metrics>
  <group name="power_and_ir_drop">
    <metric name="power_leakage" unit="nW">0.0943</metric>
    <metric name="pwr_density_cell" unit="nW/um^2">1390</metric>
    <metric name="fin_total_pwr" unit="mW">0.418</metric>
    <metric name="peakVddDrop" unit="mV">0.429</metric>
  </group>
  <group name="drt">
    <metric name="drt.antenna.violating_nets" unit="">0</metric>
    <metric name="routed_wl_per_cell" unit="um">7.49</metric>
    <metric name="antenna_diodes" unit="">0</metric>
    <metric name="per_cell_via_count_in_the_routed_design" unit="">1.76</metric>
    <metric name="drt_drc_violations_left" unit="">0</metric>
    <metric name="detailroute.via_count" unit="">120</metric>
    <metric name="detail_route.iter0.violations" unit="">2</metric>
    <metric name="routed_wirelength" unit="um">509</metric>
    <metric name="firstDrtPassIters" unit="">2</metric>
  </group>
  <group name="yosys">
    <metric name="post_synth_fa_ha_maj_area_fraction" unit="%">0</metric>
    <metric name="synth.mux.area_fraction" unit="%">0</metric>
    <metric name="ys.warnings.count" unit="">1</metric>
    <metric name="synth.cell_area" unit="um^2">130</metric>
    <metric name="synth.cellmix.compoundShare" unit="%">5.77</metric>
    <metric name="ys_top_logic_family" unit="">simple AND/OR/NAND/NOR gates</metric>
    <metric name="synth-seq-area-share" unit="%">61.5</metric>
    <metric name="number_of_cells_produced_by_synthesis" unit="">10</metric>
    <metric name="ys_cells" unit="">10</metric>
    <metric name="yosysUniqueCellTypes" unit="">6</metric>
    <metric name="post_synth_xor_area_fraction" unit="%">6.73</metric>
    <metric name="ys.flops" unit="">4</metric>
    <metric name="synth.cellmix.simpleShare" unit="%">26.0</metric>
    <metric name="synth.yosys.chip_area" unit="um^2">130</metric>
    <metric name="synth_area_per_cell" unit="um^2">13.0</metric>
  </group>
  <group name="setup_path">
    <metric name="crit_required" unit="ns">0.80</metric>
    <metric name="crit_path_max_incr_delay" unit="ns">0.31</metric>
    <metric name="path_max_fanout" unit="">1</metric>
    <metric name="kind_of_start_point_of_the_critical_path" unit="">register</metric>
    <metric name="worst_ep_arrival_time" unit="ns">0.75</metric>
    <metric name="crit_chain" unit="">clkdlybuf4s15_1</metric>
    <metric name="start_to_end_type_of_the_worst_setup_path" unit="">reg -&gt; out</metric>
    <metric name="cp_slowest_cell" unit="">dfxtp_1</metric>
    <metric name="worst_setup_path_end_kind" unit="">output pin</metric>
    <metric name="worst_path_dominant_cell_family" unit="">flip-flops</metric>
    <metric name="crit_path_buf_inv_count" unit="">1</metric>
  </group>
  <group name="global_route">
    <metric name="grt_pass1_vias" unit="">161</metric>
    <metric name="groute.usage.overall" unit="%">1.85</metric>
    <metric name="grt_antenna_before_repair" unit="">0</metric>
    <metric name="globalRoute.totalOverflow" unit="">0</metric>
    <metric name="pin_count_of_the_biggest_net_entering_global_routing" unit="">5</metric>
    <metric name="grt_first_pass_wirelength" unit="um">862</metric>
  </group>
  <group name="final_layout">
    <metric name="post_route_cells_drive_above_1_share" unit="%">22.7</metric>
    <metric name="flip_flop_count_of_the_largest_register_after_layout" unit="">4</metric>
    <metric name="finalInstanceArea" unit="um^2">300</metric>
    <metric name="area_growth_syn_to_layout" unit="%">131</metric>
    <metric name="registers.top_by_ff_count" unit="">out_o</metric>
    <metric name="layout_top_registers" unit="">out_o (4)</metric>
  </group>
  <group name="cts">
    <metric name="ctsRootBufferMaster" unit="">clkbuf_4</metric>
    <metric name="cts_max_level" unit="">1</metric>
    <metric name="cts.path.max_buffers" unit="">2</metric>
    <metric name="numCtsBuffers" unit="">3</metric>
    <metric name="cts.clk_slew.worst_paths" unit="ns">0.04</metric>
    <metric name="numClockSinks" unit="">4</metric>
    <metric name="cts_tree" unit="">built</metric>
  </group>
  <group name="sta">
    <metric name="tns" unit="ns">0</metric>
    <metric name="final_setup_violations" unit="">0</metric>
    <metric name="layout_worst_path_cycle_share" unit="%">94.6</metric>
    <metric name="rsz_0062_raised_after_global_routing" unit="">no</metric>
    <metric name="timing.final.crit_period" unit="ns">0.946</metric>
    <metric name="final-hold-violation-count" unit="">0</metric>
    <metric name="worst_pin_slew" unit="ns">0.202</metric>
    <metric name="max_clock_freq" unit="MHz">1060</metric>
    <metric name="final_worst_hold_slack" unit="ns">0.540</metric>
    <metric name="final-max-slew-violation-count" unit="">0</metric>
    <metric name="worst_slack_setup_final" unit="ns">0.0540</metric>
    <metric name="relSlewSlack" unit="%">86.4</metric>
  </group>
  <group name="die">
    <metric name="core_util_floorplan" unit="%">3.81</metric>
    <metric name="die_height" unit="um">80</metric>
    <metric name="die_w" unit="um">80</metric>
    <metric name="std_cell_rows" unit="">21</metric>
    <metric name="fp.coreArea" unit="um^2">3420</metric>
    <metric name="die_area" unit="um^2">6400</metric>
    <metric name="top_level_ports" unit="">10</metric>
  </group>
  <group name="placed_design">
    <metric name="placed_cell_area" unit="um^2">278</metric>
    <metric name="weighted_congestion_reported_at_the_end_of_routability_driven_placement" unit="">0.688</metric>
    <metric name="dpl_worst_slack" unit="ns">-0.0700</metric>
    <metric name="placement.io_buffers" unit="">9</metric>
  </group>
  <group name="job">
    <metric name="openroad.warnings" unit="">28</metric>
    <metric name="drv.max_cap_violation_count" unit="">0</metric>
  </group>
  <group name="hold_path">
    <metric name="hold_start" unit="">code_i[0]</metric>
    <metric name="min_to" unit="">out_o[0]</metric>
    <metric name="worstHoldPathCells" unit="">2</metric>
    <metric name="min_path_type" unit="">in -&gt; reg</metric>
  </group>
  <group name="outcome">
    <metric name="run_status" unit="">finished, final reports clean</metric>
  </group>
</metrics>
==> metrics by stage <==
| stage | utilization (%) | instances |
|---|---|---|
| floorplan | - | 10 |
| global placement | 8.13 | 65 |
| detailed placement | 8.13 | 65 |
| CTS | 8.64 | 68 |
| global route | 8.79 | 68 |
| finish | 8.79 | 68 |
==> repair_timing <==
item                                    4_1_cts  5_1_grt
hold endpoints to repair                      0        0
gates resized                                 4        4
pin swaps                                     0        0
endpoints found under the setup margin        4        4
hold buffers                                  0        0
setup buffers                                 0        0
==> kinds of logic after synthesis <==
group / count (synthesis)
DFF: 4
and+or+nand+nor: 4
AOI/OAI and AO/OA: 1
xor gates and xnor gates: 1
==> worst max-delay path by stage <==
stage                     from       end  slack, ns  cells after the start
after CTS             out_o[3]  out_o[3]      0.005                      1
after global routing  out_o[3]  out_o[3]      0.005                      1
final                 out_o[3]  out_o[3]       0.05                      1
==> metal layers <==
metal | vias to the layer above | share of wire, % | global-route usage (%) | wire length [um]
li1 | 60 | - | - | -
met1 | 49 | 57 | 2.78 | 291
met2 | 11 | 28 | 1.61 | 142
met3 | 0 | 15 | 1.59 | 75
met4 | 0 | 0 | 0.704 | 0
met5 | - | 0 | 0 | 0
==> final cells by class <==
cell class	instances	area [um^2]
timing repair buffer	9	90.1
clock buffer	3	22.5
multi-input combinational	6	50.0
sequential	4	80.1
tap	46	57.6
fill	410	3120
==> power breakdown <==
part | switching, mW | total, mW | internal [mW] | leakage, nW
registers | 0.00209 | 0.169 | 0.167 | 0.0328
logic | 0.0182 | 0.0510 | 0.0328 | 0.0477
clock network | 0.0637 | 0.198 | 0.134 | 0.0138
total | 0.0840 | 0.418 | 0.334 | 0.0943
==> cell usage after synthesis <==
cell / instances / area share (%)
nor3_2: 2 / 15
nor3b_1: 1 / 5.8
nor4_1: 1 / 4.8
dfxtp_1: 4 / 62
o21a_1: 1 / 5.8
xnor2_1: 1 / 6.7
==> cells in the final DEF (no fill, tap or decap) <==
cell and instances:
clkbuf_4 3, clkdlybuf4s15_1 4, clkdlybuf4s50_1 5, dfxtp_1 4, nor3_2 2, nor3b_1 1, nor4_1 1, o21a_1 1
xnor2_1 1
Power and IR drop assume default switching activity.
